==> ./config.mk <==
export PLATFORM = sky130hd
export DESIGN_NAME = riscv_single_cycle
export DESIGN_NICKNAME = riscv_single_cycle
export VERILOG_FILES = /design/flow/design.v
export SDC_FILE = /design/flow/constraint.sdc
export NUM_CORES = 4
export LEC_CHECK = 1
export CORE_UTILIZATION = 40
export SYNTH_HDL_FRONTEND = slang
==> ./constraint.sdc <==
current_design riscv_single_cycle

set clk_period 34.3
set clk_io_pct 0.2

create_clock -name clk0 -period $clk_period [get_ports {clk}]

set non_clock_inputs [all_inputs -no_clocks]
set_input_delay [expr $clk_period * $clk_io_pct] -clock clk0 $non_clock_inputs
set_output_delay [expr $clk_period * $clk_io_pct] -clock clk0 [all_outputs]
==> ./run.sh <==
#!/bin/bash
# OpenROAD 26Q1-2900-gdf79404cd8, Yosys 0.63+post, stock flow scripts
make -C /OpenROAD-flow-scripts/flow DESIGN_CONFIG=/design/flow/config.mk WORK_HOME=/design/flow/orfs finish
==> ./design.v <==
package riscv_core_p;
    localparam RISCV_XLEN = 32;
    localparam RISCV_FLEN = 32;
    localparam RISCV_REG_NUM = 32;
    localparam RISCV_INSTR_LEN = 32;
    localparam RISCV_CSR_LEN = 32;
    localparam RISCV_CSR_NUM = 4096;
    localparam IMMEDIATE_LEN = 12;
    localparam FUNC3_LEN = 3;
    localparam FUNC7_LEN = 7;
    localparam REGAD_LEN = 5;
    localparam OPCODE_LEN = 7;
    localparam ZERO = 0;
    localparam NEXT_INST = 4;
    localparam BIT_0 = 0;
    localparam BIT_1 = 1;
    localparam BIT_2 = 2;
    localparam BIT_3 = 3;
    localparam BIT_4 = 4;
    localparam BIT_5 = 5;
    localparam BIT_6 = 6;
    localparam BIT_7 = 7;
    localparam BIT_8 = 8;
    localparam BIT_9 = 9;
    localparam BIT_10 = 10;
    localparam BIT_11 = 11;
    localparam BIT_12 = 12;
    localparam BIT_13 = 13;
    localparam BIT_14 = 14;
    localparam BIT_15 = 15;
    localparam BIT_16 = 16;
    localparam BIT_17 = 17;
    localparam BIT_18 = 18;
    localparam BIT_19 = 19;
    localparam BIT_20 = 20;
    localparam BIT_30 = 30;
    localparam BIT_31 = 31;
    localparam FUNCT3_ADD=3'b000;
    localparam FUNCT3_SUB=3'b000;
    localparam FUNCT3_SLL=3'b001;
    localparam FUNCT3_SLT=3'b010;
    localparam FUNCT3_SLTU=3'b011;
    localparam FUNCT3_XOR=3'b100;
    localparam FUNCT3_SRL=3'b101;
    localparam FUNCT3_SRA=3'b101;
    localparam FUNCT3_OR=3'b110;
    localparam FUNCT3_AND=3'b111;
    localparam FUNCT3_BEQ=3'b000;
    localparam FUNCT3_BNE=3'b001;
    localparam FUNCT3_BLT=3'b100;
    localparam FUNCT3_BGE=3'b101;
    localparam FUNCT3_BLTU=3'b110;
    localparam FUNCT3_BGEU=3'b111;
    localparam FUNCT3_B=3'b000;
    localparam FUNCT3_H=3'b001;
    localparam FUNCT3_W=3'b010;
    localparam FUNCT3_D=3'b011;
    localparam FUNCT3_BU=3'b100;
    localparam FUNCT3_HU=3'b101;
    localparam NOP_INSTRUCTION = 32'h00000013;  
    typedef enum logic[11:0] {
        CSR_FFLAGS=12'h001,
        CSR_FRM=12'h002,
        CSR_FCSR=12'h003,
        CSR_CYCLE=12'hc00,
        CSR_TIME=12'hc01,
        CSR_INSTRET=12'hc02,
        CSR_CYCLEH=12'hc80,
        CSR_TIMEH=12'hc81,
        CSR_INSTRETH=12'hc82
    } CSRAddress;
    typedef enum logic[3:0] { 
        ALU_AND=4'b0000, 
        ALU_OR=4'b0001, 
        ALU_ADD=4'b0010,
        ALU_SUB=4'b0110, 
        ALU_SLT=4'b0111,
        ALU_SLTU=4'b1000,
        ALU_SLL=4'b1001,
        ALU_SRL=4'b1011,
        ALU_XOR=4'b1100,
        ALU_SRA=4'b1101
    } ALUOp;
    typedef enum logic[6:0] { 
        LUI = 7'b0110111,
        JAL = 7'b1101111,
        JALR = 7'b1100111,
        AUIPC = 7'b0010111,
        IMM = 7'b0010011,
        BRANCH = 7'b1100011,
        OP = 7'b0110011,
        S = 7'b0100011,
        L = 7'b0000011,
        FENCE = 7'b0001111,
        SYSTEM = 7'b1110011
    } OpCode;
    typedef enum logic[6:0] { 
        PRIMARY=7'b0000000
    } Funct7;
    typedef struct packed {
        logic [IMMEDIATE_LEN - 1:0] imm;
        logic [REGAD_LEN - 1:0] rs1;
        logic[FUNC3_LEN - 1:0] funct3;
        logic [REGAD_LEN - 1:0] rd;
        OpCode opcode;
    } ImmInstruction;
    typedef struct packed {
        Funct7 funct7;
        logic [REGAD_LEN - 1:0] rs2;
        logic [REGAD_LEN - 1:0] rs1;
        logic[FUNC3_LEN - 1:0] funct3;
        logic [REGAD_LEN - 1:0] rd;
        OpCode opcode;
    } RegInstruction;
    typedef struct packed {
        logic imm12;
        logic[BIT_10:BIT_5] imm10_5;
        logic[REGAD_LEN - 1:0] rs2;
        logic[REGAD_LEN - 1:0] rs1;
        logic[FUNC3_LEN - 1:0] funct3;
        logic[BIT_4:BIT_1] imm4_1;
        logic imm11;
        OpCode opcode;
    } BranchInstruction;
    typedef struct packed {
        logic[BIT_11:BIT_5] imm11_5;
        logic[REGAD_LEN - 1:0] rs2;
        logic[REGAD_LEN - 1:0] rs1;
        logic[FUNC3_LEN - 1:0] funct3;
        logic[BIT_4:0] imm4_0;
        OpCode opcode;
    } SInstruction;
    typedef struct packed {
        logic[BIT_31:BIT_12] imm31_12;
        logic[REGAD_LEN - 1:0] rd;
        OpCode opcode;
    } UInstruction;
    typedef struct packed {
        logic imm20;
        logic [BIT_10:BIT_1] imm10_1;
        logic imm11;
        logic [BIT_19:BIT_12] imm19_12;
        logic [REGAD_LEN - 1:0] rd;
        OpCode opcode;
    } JInstruction;
    typedef union packed {
        SInstruction store;
        BranchInstruction branch;
        RegInstruction register;
        ImmInstruction imm;
        UInstruction u;
        JInstruction j;
    } Instruction;
endpackage
package fpu_p;
    localparam FPU_32_F = 23;
    localparam FPU_64_F = 52;
    localparam FPU_128_F = 112;
    localparam FPU_32_E = 8;
    localparam FPU_64_E = 11;
    localparam FPU_128_E = 15;
    localparam FPU_32 = 32;
    localparam FPU_64 = 64;
    localparam FPU_128 = 128;
    localparam FPU_GRS = 3;  
    localparam FPU_OFFSET = 1;
    typedef enum bit[2:0] { IDLE, BUSY, WAIT, NORM, ROUND } State;
    typedef enum bit[4:0] { ADD, SUB, MUL, DIV, SLL, SRL, AND, OR, XOR, NOT, CONV_INT, CONV_FLOAT } Operation;
endpackage
import riscv_core_p::*;
module riscv_simple_datapath 
#(
    parameter XLEN = riscv_core_p::RISCV_XLEN,
    parameter INITIAL_PC = 32'h00400000
) 
(
    input wire logic clk,
    input wire logic rst,
    input wire logic[RISCV_XLEN - 1:0] instruction,
    input wire logic PCSrc,
    input wire logic ALUSrc,
    input wire logic RegWrite,
    input wire logic MemtoReg,
    input wire logic[3:0] ALUCtrl,
    output logic[XLEN - 1:0] PC,
    output logic Zero,
    output logic[XLEN - 1:0] dAddress,
    output logic[XLEN - 1:0] dWriteData,
    input logic[XLEN - 1:0] dReadData
);
    riscv_core_p::RegInstruction regInstruction;
    riscv_core_p::BranchInstruction branchInstruction;
    riscv_core_p::SInstruction sInstruction;
    riscv_core_p::ImmInstruction immInstruction;
    assign regInstruction = instruction;
    assign branchInstruction = instruction;
    assign sInstruction = instruction;
    assign immInstruction = instruction;
    logic[XLEN - 1:0] registerFile[RISCV_REG_NUM:0];
    logic[REGAD_LEN - 1:0] rs1_address, rs2_address, rd_address;
    logic[XLEN - 1:0] rs1, rs2, rd, aluResult, immediate;
    assign rd_address = regInstruction.rd;
    assign rs1_address = regInstruction.rs1;
    assign rs2_address = regInstruction.rs2;
    assign rs1 = registerFile[rs1_address];
    assign rs2 = registerFile[rs2_address];
    assign rd = MemtoReg ? dReadData : aluResult;
    always_ff@(posedge clk) 
        if (RegWrite && rd_address != ZERO) registerFile[rd_address] <= rd;
    initial begin
        integer i;
        for (i = 0; i < RISCV_REG_NUM; i=i+1) begin
            registerFile[i] = ZERO;
        end
    end
    logic[XLEN - 1:0] aluOp1, aluOp2;
    assign aluOp2 = ALUSrc ? immediate : rs2;
    assign aluOp1 = rs1;
    assign Zero = aluResult == ZERO;
    always_comb begin
        case(ALUCtrl)
            ALU_ADD: aluResult = aluOp1 + aluOp2;
            ALU_SUB: aluResult = aluOp1 - aluOp2;
            ALU_OR: aluResult = aluOp1 | aluOp2;
            ALU_XOR: aluResult = aluOp1 ^ aluOp2;
            ALU_AND: aluResult = aluOp1 & aluOp2;
            ALU_SLT: aluResult = $signed(aluOp1) < $signed(aluOp2);
            default: aluResult = ZERO;
        endcase
    end
    always_comb begin
        case(instruction[riscv_core_p::OPCODE_LEN - 1:0])
            riscv_core_p::BRANCH: immediate = {
                {XLEN - riscv_core_p::REGAD_LEN {branchInstruction.imm12}}, 
                branchInstruction.imm12, 
                branchInstruction.imm11, 
                branchInstruction.imm10_5, 
                branchInstruction.imm4_1
            };
            riscv_core_p::S: immediate = {
                {XLEN - riscv_core_p::REGAD_LEN {sInstruction.imm11_5[BIT_11]}}, 
                sInstruction.imm11_5, 
                sInstruction.imm4_0
            };
            default: immediate = {
                {XLEN - riscv_core_p::REGAD_LEN {immInstruction.imm[BIT_11]}}, 
                immInstruction.imm
            };
        endcase
    end
    logic[XLEN - 1:0] programCounter, branchOffset;
    assign branchOffset = immediate << 1;
    assign dAddress = aluResult;
    assign dWriteData = rs2;
    assign PC = programCounter;
    always_ff@(posedge clk) begin
        if (rst)
            programCounter <= INITIAL_PC;
        else if (PCSrc)
            programCounter <= branchOffset + programCounter;
        else 
            programCounter <= programCounter + riscv_core_p::NEXT_INST;
    end
endmodule
import riscv_core_p::*;
module riscv_single_cycle
# (
    parameter XLEN = RISCV_XLEN,
    parameter INITIAL_PC = 32'h00400000
)
(
    input wire logic clk,
    input wire logic rst,
    input wire logic[XLEN - 1:0] instruction,
    input wire logic[XLEN - 1:0] dReadData,
    output logic[XLEN - 1:0] PC,
    output logic[XLEN - 1:0] dAddress,
    output logic[XLEN - 1:0] dWriteData,
    output logic MemRead,
    output logic MemWrite
);
    logic PCSrc, ALUSrc, MemtoReg, Zero, RegWrite, isBranch;
    riscv_core_p::ALUOp ALUCtrl;
    riscv_core_p::Instruction instruct;
    assign instruct = instruction;
    assign PCSrc = Zero & isBranch;
    riscv_simple_datapath #(XLEN, INITIAL_PC) datapath(.*);
    always_comb begin
        case(instruct.register.opcode)
            OP, IMM: begin
                case(instruct.register.funct3)
                    FUNCT3_ADD: ALUCtrl = (instruct.register.opcode == IMM) ? ALU_ADD : instruct.register.funct7 == PRIMARY ? ALU_ADD : ALU_SUB;
                    FUNCT3_SLT: ALUCtrl = ALU_SLT;
                    FUNCT3_XOR: ALUCtrl = ALU_XOR;
                    FUNCT3_OR: ALUCtrl = ALU_OR;
                    FUNCT3_AND: ALUCtrl = ALU_AND;
                    default: ALUCtrl = ALU_AND;
                endcase
                isBranch = 0;
                ALUSrc = instruct.register.opcode == IMM;
                MemtoReg = 0;
                RegWrite = 1;
                MemRead = 0;
                MemWrite = 0;
            end
            BRANCH: begin
                case(instruct.branch.funct3)
                    FUNCT3_BEQ: ALUCtrl = ALU_SUB;
                    default: ALUCtrl = ALU_ADD;
                endcase
                isBranch = 1;
                ALUSrc = 0;
                MemtoReg = 0;
                RegWrite = 0;
                MemRead = 0;
                MemWrite = 0;
            end
            L: begin
                ALUCtrl = ALU_ADD;
                isBranch = 0;
                ALUSrc = 1;
                MemtoReg = 1;
                RegWrite = 1;
                MemRead = 1;
                MemWrite = 0;
            end
            S: begin
                ALUCtrl = ALU_ADD;
                isBranch = 0;
                ALUSrc = 1;
                MemtoReg = 1;
                RegWrite = 0;
                MemRead = 0;
                MemWrite = 1;
            end
            default: begin
                ALUCtrl = ALU_ADD;
                ALUSrc = 0;
                isBranch = 0;
                MemtoReg = 0;
                RegWrite = 0;
                MemRead = 0;
                MemWrite = 0;
            end     
        endcase
    end
endmodule
==> flow_metrics.env <==
# source this file to load flow results
export IMPL_ys_cells=3378
export IMPL_total_power_mw=3.584
export IMPL_synthesis_area_um2=56460
export IMPL_clkPwrFrac_pct=33.5
export IMPL_crit_arrival_ns=14.80
export IMPL_drc_errors=0
export IMPL_port_buffers=162
export IMPL_synth_edff_count=1024
export IMPL_fin_crit_ns=21.66
export IMPL_core_um2=139700
export IMPL_skew_ns=0.04898
export IMPL_tns_ns=0
export IMPL_tightest_slew_ns=1.235
export IMPL_row_count=137
export IMPL_firstDrtPassIters=5
export IMPL_ys_flop_type="edfxtp_1"
export IMPL_post_cts_setup_buffers=0
export IMPL_synth_top_area_share_pct=54.47
export IMPL_drt_iter0_drc=2287
export IMPL_drv_cap=0
export IMPL_ys_seq_share_pct=55.57
export IMPL_dp_cells=5377
export IMPL_cts_tree="done"
export IMPL_grt_max_degree=66
export IMPL_dpl_cell_area_um2=61170
export IMPL_swShare_pct=28.32
export IMPL_cts_path_max_buffers=3
export IMPL_worst_slack_ns=12.64
export IMPL_rsz0062_at_grt="no"
export IMPL_final_cell_area_um2=64800
export IMPL_drv_slew=0
export IMPL_fp_dieW_um=377.7
export IMPL_pwr_share_seq_pct=44.9
export IMPL_fin_cells=5586
export IMPL_switchingPower_mw=1.015
export IMPL_top_cells_by_area="edfxtp_1 54%, mux4_2 26%, ha_1 2.8%"
export IMPL_pwr_share_comb_pct=21.6
export IMPL_ys_flops=1055
export IMPL_syn_area_per_cell_um2=16.71
export IMPL_ctsHtreeMaxLevel=3
export IMPL_vias_per_cell=6.115
export IMPL_internal_power_mw=2.569
export IMPL_drtAntennaViolNets=0
export IMPL_chipArea_um2=142600
export IMPL_pre_cts_slack_ns=12.65
export IMPL_area_growth_syn_to_layout_pct=14.78
export IMPL_ys_chip_area_um2=56460
export IMPL_place_gp_congestion=0.9699
export IMPL_hpwlAfterDp_um=113900
export IMPL_clkTransAtPathRegs_ns=0.06
export IMPL_via_count=34160
export IMPL_fillers=11850
export IMPL_fp_util_pct=40.41
export IMPL_yosysWarnings=0
export IMPL_required_ns=27.44
export IMPL_crit_type="in2out"
export IMPL_lay_top_count="edfxtp_1"
export IMPL_wirelength_um=178600
export IMPL_wl_per_cell_um=31.98
export IMPL_antenna_found_initial=5
export IMPL_max_freq_mhz=46.18
export IMPL_max_vdd_ir_drop_mv=0.05252
export IMPL_grtUsageTotal_pct=27.85
export IMPL_setup_viol=0
export IMPL_crit_fanout=63
export IMPL_final_period_utilization_pct=63.14
export IMPL_finalHoldWorstSlack_ns=0.5617
export IMPL_clk_latency_ns=0.74
export IMPL_async_flop_share_pct=0
export IMPL_cellPowerDensity_nw_per_um2=55.31
export IMPL_mostFrequentLayoutCells="1024 x edfxtp_1, 640 x mux4_2, 220 x nor2_1"
export IMPL_grt_pass1_vias=36880
export IMPL_fp_dieH_um=377.7
export IMPL_hold_violations=0
export IMPL_worstSetupStartpointType="primary input"
export IMPL_drive_gt1_share_pct=30.53
export IMPL_fin_util_pct=46.39
export IMPL_slew_headroom_pct=17.66
export IMPL_synthDistinctLibCells=97
export IMPL_p_leak_nw=21.55
export IMPL_grt_ovfl_total=0
export IMPL_ctsResizeCount=0
export IMPL_cp_end_kind="output pin"
export IMPL_io_pins=164
export IMPL_grt_pass1_wl_um=258000
export IMPL_warnings=90
export IMPL_cts_root_buf="clkbuf_16"
export IMPL_clock_sinks=1055
export IMPL_cts_buffers=109
export IMPL_status="complete, no violations"
export IMPL_top_area_cell="edfxtp_1"
export IMPL_hold_buffers=0
export IMPL_synthCells=3378
export IMPL_hp_class="reg2reg"
-- synth_stat cells, types with 9 or more instances --
cell type,number
edfxtp_1,1024
clkbuf_1,147
a31oi_1,14
a22oi_1,12
and3_1,19
nand2b_1,16
nand3_1,46
nand4_1,11
xor2_1,26
nor4_1,15
a21oi_1,93
nor2b_1,22
dfxtp_1,31
a211o_1,12
o21ai_0,85
o21bai_1,18
mux2i_1,28
a211oi_1,10
mux4_2,640
o211ai_1,14
ha_1,127
or3_1,26
buf_2,10
o22ai_1,9
buf_1,62
o21a_1,19
xnor2_1,28
nor3_1,28
mux2_4,26
a21o_1,35
mux2_2,57
nor2_1,266
inv_1,124
nand2_1,104
o31ai_1,13
or2_2,9
-- per-layer routing --
metal	up-vias	global-route usage [%]	share of wire [%]
met5	-	0.7547	0.14
met4	18	7.325	3.4
met3	330	22.82	19
met2	2304	39.04	45
met1	17060	33.49	32
li1	14450	-	-
-- power groups by stage --
stage / Clock [mW] / Sequential (mW) / Combinational [mW]
CTS: 1.22 / 1.61 / 0.767
global route: 1.27 / 1.61 / 0.835
finish: 1.20 / 1.61 / 0.772
-- flip-flops by register name (all words and copies together), names as in the netlist --
signal	count
datapath.registerFile	1024
datapath.PC	31
-- kinds of logic (layout without fill, tap and decap cells) --
kind of cell	Yosys count	after routing	synth area share [%]
AND-OR/OR-AND	436	436	5.359
AND/OR/NAND/NOR	602	602	5.058
multiplexers	751	751	27.86
XOR/XNOR	54	54	0.8378
buffers and inverters	349	644	2.396
flip-flops	1055	1055	55.57
other	1	38	0.006642
adder cells (fa/ha/maj)	130	130	2.921
-- final timing paths --
path / slack [ns] / depth (start not counted) / endpoint / from
worst max-delay path: 12.64 / 19 / dAddress[31] / instruction[20]
worst min-delay path: 0.56 / 2 / datapath.PC[1] / datapath.PC[1]
worst max register to register: 25.56 / 21 / datapath.PC[17] / datapath.registerFile[31][0]
worst min register to register: 0.56 / 2 / datapath.PC[1] / datapath.PC[1]
-- final cells by class --
class	instances	area (um^2)	area share [%]
inverter	125	469.2	0.7240
clock buffer	126	2813	4.340
tap	1876	2347	3.622
sequential	1055	31370	48.41
clock inverter	78	805.8	1.243
multi-input combinational	2006	24160	37.29
antenna	5	12.51	0.01931
timing repair buffer	315	2823	4.356
-- worst max-delay path: stages --
cell and delay, ns:
buf_8 0.35, buf_4 0.69, buf_4 0.61, buf_12 0.46, mux4_2 0.59, mux4_2 0.47
mux2_2 0.32, o21ai_0 0.36, ha_1 0.43, or4_1 0.70, or3_1 0.37, a2111oi_2 0.27
o21ai_1 0.19, nand4_1 0.20, a31oi_1 0.16, o31a_1 0.28, a221o_1 0.35, a211o_1 0.44
clkdlybuf4s50_1 0.48
Power is estimated from default activity; no workload was simulated.
