[/design/flow/run.sh]
#!/bin/bash
# OpenROAD 26Q1-2900-gdf79404cd8, Yosys 0.63+post, stock flow scripts
make -C /OpenROAD-flow-scripts/flow DESIGN_CONFIG=/design/flow/config.mk WORK_HOME=/design/flow/orfs finish
[/design/flow/config.mk]
export PLATFORM = sky130hd
export DESIGN_NAME = seq_multi
export DESIGN_NICKNAME = seq_multi
export VERILOG_FILES = /design/flow/design.v
export SDC_FILE = /design/flow/constraint.sdc
export NUM_CORES = 4
export LEC_CHECK = 1
export CORE_AREA = 10 10 95 95
export DIE_AREA = 0 0 105 105
export SYNTH_HDL_FRONTEND = slang
[/design/flow/constraint.sdc]
current_design seq_multi

set clk_period 1.0
set clk_io_pct 0.2

create_clock -name clk0 -period $clk_period [get_ports {clk}]

set non_clock_inputs [all_inputs -no_clocks]
set_input_delay [expr $clk_period * $clk_io_pct] -clock clk0 $non_clock_inputs
set_output_delay [expr $clk_period * $clk_io_pct] -clock clk0 [all_outputs]
[/design/flow/design.v]
package riscv_core_p;
    localparam RISCV_XLEN = 32;
    localparam RISCV_FLEN = 32;
    localparam RISCV_REG_NUM = 32;
    localparam RISCV_INSTR_LEN = 32;
    localparam RISCV_CSR_LEN = 32;
    localparam RISCV_CSR_NUM = 4096;
    localparam IMMEDIATE_LEN = 12;
    localparam FUNC3_LEN = 3;
    localparam FUNC7_LEN = 7;
    localparam REGAD_LEN = 5;
    localparam OPCODE_LEN = 7;
    localparam ZERO = 0;
    localparam NEXT_INST = 4;
    localparam BIT_0 = 0;
    localparam BIT_1 = 1;
    localparam BIT_2 = 2;
    localparam BIT_3 = 3;
    localparam BIT_4 = 4;
    localparam BIT_5 = 5;
    localparam BIT_6 = 6;
    localparam BIT_7 = 7;
    localparam BIT_8 = 8;
    localparam BIT_9 = 9;
    localparam BIT_10 = 10;
    localparam BIT_11 = 11;
    localparam BIT_12 = 12;
    localparam BIT_13 = 13;
    localparam BIT_14 = 14;
    localparam BIT_15 = 15;
    localparam BIT_16 = 16;
    localparam BIT_17 = 17;
    localparam BIT_18 = 18;
    localparam BIT_19 = 19;
    localparam BIT_20 = 20;
    localparam BIT_30 = 30;
    localparam BIT_31 = 31;
    localparam FUNCT3_ADD=3'b000;
    localparam FUNCT3_SUB=3'b000;
    localparam FUNCT3_SLL=3'b001;
    localparam FUNCT3_SLT=3'b010;
    localparam FUNCT3_SLTU=3'b011;
    localparam FUNCT3_XOR=3'b100;
    localparam FUNCT3_SRL=3'b101;
    localparam FUNCT3_SRA=3'b101;
    localparam FUNCT3_OR=3'b110;
    localparam FUNCT3_AND=3'b111;
    localparam FUNCT3_BEQ=3'b000;
    localparam FUNCT3_BNE=3'b001;
    localparam FUNCT3_BLT=3'b100;
    localparam FUNCT3_BGE=3'b101;
    localparam FUNCT3_BLTU=3'b110;
    localparam FUNCT3_BGEU=3'b111;
    localparam FUNCT3_B=3'b000;
    localparam FUNCT3_H=3'b001;
    localparam FUNCT3_W=3'b010;
    localparam FUNCT3_D=3'b011;
    localparam FUNCT3_BU=3'b100;
    localparam FUNCT3_HU=3'b101;
    localparam NOP_INSTRUCTION = 32'h00000013;  
    typedef enum logic[11:0] {
        CSR_FFLAGS=12'h001,
        CSR_FRM=12'h002,
        CSR_FCSR=12'h003,
        CSR_CYCLE=12'hc00,
        CSR_TIME=12'hc01,
        CSR_INSTRET=12'hc02,
        CSR_CYCLEH=12'hc80,
        CSR_TIMEH=12'hc81,
        CSR_INSTRETH=12'hc82
    } CSRAddress;
    typedef enum logic[3:0] { 
        ALU_AND=4'b0000, 
        ALU_OR=4'b0001, 
        ALU_ADD=4'b0010,
        ALU_SUB=4'b0110, 
        ALU_SLT=4'b0111,
        ALU_SLTU=4'b1000,
        ALU_SLL=4'b1001,
        ALU_SRL=4'b1011,
        ALU_XOR=4'b1100,
        ALU_SRA=4'b1101
    } ALUOp;
    typedef enum logic[6:0] { 
        LUI = 7'b0110111,
        JAL = 7'b1101111,
        JALR = 7'b1100111,
        AUIPC = 7'b0010111,
        IMM = 7'b0010011,
        BRANCH = 7'b1100011,
        OP = 7'b0110011,
        S = 7'b0100011,
        L = 7'b0000011,
        FENCE = 7'b0001111,
        SYSTEM = 7'b1110011
    } OpCode;
    typedef enum logic[6:0] { 
        PRIMARY=7'b0000000
    } Funct7;
    typedef struct packed {
        logic [IMMEDIATE_LEN - 1:0] imm;
        logic [REGAD_LEN - 1:0] rs1;
        logic[FUNC3_LEN - 1:0] funct3;
        logic [REGAD_LEN - 1:0] rd;
        OpCode opcode;
    } ImmInstruction;
    typedef struct packed {
        Funct7 funct7;
        logic [REGAD_LEN - 1:0] rs2;
        logic [REGAD_LEN - 1:0] rs1;
        logic[FUNC3_LEN - 1:0] funct3;
        logic [REGAD_LEN - 1:0] rd;
        OpCode opcode;
    } RegInstruction;
    typedef struct packed {
        logic imm12;
        logic[BIT_10:BIT_5] imm10_5;
        logic[REGAD_LEN - 1:0] rs2;
        logic[REGAD_LEN - 1:0] rs1;
        logic[FUNC3_LEN - 1:0] funct3;
        logic[BIT_4:BIT_1] imm4_1;
        logic imm11;
        OpCode opcode;
    } BranchInstruction;
    typedef struct packed {
        logic[BIT_11:BIT_5] imm11_5;
        logic[REGAD_LEN - 1:0] rs2;
        logic[REGAD_LEN - 1:0] rs1;
        logic[FUNC3_LEN - 1:0] funct3;
        logic[BIT_4:0] imm4_0;
        OpCode opcode;
    } SInstruction;
    typedef struct packed {
        logic[BIT_31:BIT_12] imm31_12;
        logic[REGAD_LEN - 1:0] rd;
        OpCode opcode;
    } UInstruction;
    typedef struct packed {
        logic imm20;
        logic [BIT_10:BIT_1] imm10_1;
        logic imm11;
        logic [BIT_19:BIT_12] imm19_12;
        logic [REGAD_LEN - 1:0] rd;
        OpCode opcode;
    } JInstruction;
    typedef union packed {
        SInstruction store;
        BranchInstruction branch;
        RegInstruction register;
        ImmInstruction imm;
        UInstruction u;
        JInstruction j;
    } Instruction;
endpackage
package fpu_p;
    localparam FPU_32_F = 23;
    localparam FPU_64_F = 52;
    localparam FPU_128_F = 112;
    localparam FPU_32_E = 8;
    localparam FPU_64_E = 11;
    localparam FPU_128_E = 15;
    localparam FPU_32 = 32;
    localparam FPU_64 = 64;
    localparam FPU_128 = 128;
    localparam FPU_GRS = 3;  
    localparam FPU_OFFSET = 1;
    typedef enum bit[2:0] { IDLE, BUSY, WAIT, NORM, ROUND } State;
    typedef enum bit[4:0] { ADD, SUB, MUL, DIV, SLL, SRL, AND, OR, XOR, NOT, CONV_INT, CONV_FLOAT } Operation;
endpackage
`timescale 1ns / 1ps
module seq_multi #(
    parameter WIDTH = 32
) 
(
    input wire logic clk,
    input wire logic rst,
    input wire logic start,
    input wire logic [WIDTH - 1:0] multiplier,
    input wire logic [WIDTH - 1:0] multiplicand,
    output logic busy,
    output logic [(WIDTH * 2) - 1:0] product
);
    logic[(WIDTH * 2):0] product_reg;
    logic[WIDTH - 1:0] multiplicand_reg;
    logic state;
    logic nextState;
    logic[7:0] counter;  
    localparam IDLE  = 1'b0;
    localparam BUSY  = 1'b1; 
    always_ff@(posedge clk)
    begin
        if (rst) begin
            state <= IDLE;
            counter <= 0;
            nextState <= IDLE;
        end else
            state <= nextState;
    end
    always_ff@(posedge clk)
    begin
        case(state)
            IDLE:
                if (start) begin
                    product_reg <= multiplier;
                    multiplicand_reg <= multiplicand;
                    counter <= 0;
                    nextState <= BUSY;
                end
            BUSY: begin
                counter <= counter + 1;
                if (counter == WIDTH - 1)
                    nextState <= IDLE;
                else begin
                    if (product_reg[0])
                        product_reg <= {product_reg[(WIDTH * 2):WIDTH] + multiplicand_reg, product_reg[WIDTH - 1:0]} >> 1;
                    else
                        product_reg <= product_reg >> 1;
                end
            end 
        endcase
    end
    assign busy = state == BUSY | nextState == BUSY;
    assign product = product_reg[(WIDTH * 2) - 1:0];
endmodule
==> impl_metrics.yaml <==
# yosys + openroad results
detailed_routing:
  firstDrtPassIters: 3
  detail_route.drc_violations: 0
  vias_per_cell: 2.81
  wl_per_cell_um: 13.3
  postRouteAntennaNets: 0
  n_antenna_cell: 0
  drt_iter0_markers: 16
  vias: 664
  drt-total-wl_mm: 3.15
worst_hold_path:
  min_path_cells: 2
  holdPathEnd: "product_reg[28]"
  hold_start: "start"
  hold_path.class: "input port to flip-flop"
placed_design:
  dp_cells: 228
  portBuffers: 65
  dp_hpwl_mm: 2.61
  dp_slack_ps: -35.9
  gp_congestion: 0.736
  placed_area_mm2: 0.00189
critical_path:
  cpPeakStageDelay_ps: 370
  cp.buffers_inverters: 1
  path_cells: "buf_2"
  end_kind: "output pin"
  cpMaxStageDelayCell: "edfxtp_1"
  worstSetupPathType: "flip-flop to output pin"
  arrival_ps: 780
  cp_top_family: "flip-flops"
  required_ps: 800
  cp_max_fo: 1
  start_kind: "flip-flop"
  worst-path-stages: 1
logic_synthesis:
  ys_warn_count: 18
  topCellsByArea: "edfxtp_1 (79%), buf_4 (20%), conb_1 (0.31%)"
  yosys_cells: 66
  synthCells: 66
  yosys.area.top_type_share: 0.793
  synth_area_mm2: 0.00121
  yosys_register_bits: 32
  largest_area_cell: "edfxtp_1"
  syn_area_per_cell_um2: 18.4
  yosysSeqAreaShare: 0.793
  synth.distinct_cells: 3
  ys_chip_area_mm2: 0.00121
finish:
  seq_area_um2: 961
  fin_area_mm2: 0.00184
  instances_no_fill: 236
  logic_area_um2: 124
  fin_util: 0.267
  fill_cells: 737
  largest_reg_flops: 32
  syn_to_final_growth_pct: 51.9
  drive_gt1_frac: 0.307
global_route:
  grt_pass1_wl_mm: 4.65
  grt_pass1_vias: 782
  gr-usage-all-layers: 0.0538
  antenna_found_initial: 0
  grt.overflow.total: 0
  grt_max_degree: 18
clock_tree:
  cts_tree: "built"
  path_clk_slew_ps: 70
  cts-hold-fix-buffers: 0
  cts.sinks: 32
  htree_levels: 2
  cts_root_buffer: "clkbuf_8"
  cts_setup_buffers: 0
  cts_buffers: 5
  clock_path_buffers: 2
flow_run:
  warning_count: 60
  cap_viol_max_count: 0
die:
  core_mm2: 0.00691
  ios: 132
  chip_area_mm2: 0.0110
  die_y_um: 105
  fp_util: 0.176
  rows: 30
  chipWidth_um: 105
final_timing:
  whs_ps: 337
  finalHoldViolCount: 0
  fin_ws_ps: 22.6
  layout_min_cycle_time_ps: 977
  final_max_slew_viol_count: 0
  rsz0062_at_grt: "true"
  period_used_share: 0.977
  finalSetupViolCount: 0
  max_freq_mhz: 1020
power_and_ir_drop:
  leakage_nw: 0.748
  max-vdd-ir-drop_mv: 0.555
  p_per_area_mw_per_mm2: 1680
status:
  status: "finished clean"
## synthesized netlist by cell type, drive strengths merged
cell type	number
buf	33
conb	1
edfxtp	32
## cell usage in the layout (no fill, tap or decap)
cell and instances:
conb_1 33, clkinvlp_4 1, clkbuf_8 5, edfxtp_1 32
bufinv_16 1, buf_12 2, clkinv_2 1, buf_2 33
clkdlybuf4s50_1 32
## what timing repair did
action / 4_1_cts / 5_1_grt
endpoints found under the hold margin: 0 / 0
setup endpoints to repair: 32 / 18
gates resized: 102 / 0
pin swaps: 0 / 0
## worst max-delay path by stage
stage / from / to / slack [ps]
after CTS: product_reg[13] / product[13] / -10
final: product_reg[13] / product[13] / 20
after global routing: product_reg[13] / product[13] / -40
## per-stage QoR
stage / total power [W] / TNS, ps
floorplan: 0.00171 / 0
global placement: 0.00202 / -78.6
detailed placement: 0.00202 / -97.8
CTS: 0.00320 / -23.7
global route: 0.00327 / -213
finish: 0.00310 / 0
## layout make-up
type                            instances  area share
Tap cell                               96      0.0652
Clock inverter                          3      0.0231
Multi-Input combinational cell         33      0.0673
Clock buffer                            5      0.0374
Timing Repair Buffer                   67       0.285
Sequential cell                        32       0.522
## power breakdown
group          total [W]  switching [W]  internal, W
registers        0.00161      0.0000193      0.00159
logic           0.000263      0.0000767     0.000187
clock network    0.00123       0.000492     0.000737
## cells by family after synthesis
group	count (synthesis)	share of synthesized area
buffers and inverters	33	0.204
flip-flops	32	0.793
other	1	0.00309
## per-layer routing
| layer | wire, µm | vias to the layer above | global-route usage |
|---|---|---|---|
| met2 | 1340 | 65 | 0.0778 |
| met1 | 1380 | 286 | 0.0720 |
| met4 | 53 | 0 | 0.0108 |
| met3 | 381 | 4 | 0.0267 |
| met5 | 0 | - | 0 |
| li1 | - | 309 | - |
Power figures rest on the tool's default switching activity, not on a simulated workload.
