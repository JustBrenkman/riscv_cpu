## /design/flow/run.sh

```bash
#!/bin/bash
# OpenROAD 26Q1-2900-gdf79404cd8, Yosys 0.63+post, stock flow scripts
make -C /OpenROAD-flow-scripts/flow DESIGN_CONFIG=/design/flow/config.mk WORK_HOME=/design/flow/orfs finish
```

## /design/flow/design.v

```verilog
package riscv_core_p;
    localparam RISCV_XLEN = 32;
    localparam RISCV_FLEN = 32;
    localparam RISCV_REG_NUM = 32;
    localparam RISCV_INSTR_LEN = 32;
    localparam RISCV_CSR_LEN = 32;
    localparam RISCV_CSR_NUM = 4096;
    localparam IMMEDIATE_LEN = 12;
    localparam FUNC3_LEN = 3;
    localparam FUNC7_LEN = 7;
    localparam REGAD_LEN = 5;
    localparam OPCODE_LEN = 7;
    localparam ZERO = 0;
    localparam NEXT_INST = 4;
    localparam BIT_0 = 0;
    localparam BIT_1 = 1;
    localparam BIT_2 = 2;
    localparam BIT_3 = 3;
    localparam BIT_4 = 4;
    localparam BIT_5 = 5;
    localparam BIT_6 = 6;
    localparam BIT_7 = 7;
    localparam BIT_8 = 8;
    localparam BIT_9 = 9;
    localparam BIT_10 = 10;
    localparam BIT_11 = 11;
    localparam BIT_12 = 12;
    localparam BIT_13 = 13;
    localparam BIT_14 = 14;
    localparam BIT_15 = 15;
    localparam BIT_16 = 16;
    localparam BIT_17 = 17;
    localparam BIT_18 = 18;
    localparam BIT_19 = 19;
    localparam BIT_20 = 20;
    localparam BIT_30 = 30;
    localparam BIT_31 = 31;
    localparam FUNCT3_ADD=3'b000;
    localparam FUNCT3_SUB=3'b000;
    localparam FUNCT3_SLL=3'b001;
    localparam FUNCT3_SLT=3'b010;
    localparam FUNCT3_SLTU=3'b011;
    localparam FUNCT3_XOR=3'b100;
    localparam FUNCT3_SRL=3'b101;
    localparam FUNCT3_SRA=3'b101;
    localparam FUNCT3_OR=3'b110;
    localparam FUNCT3_AND=3'b111;
    localparam FUNCT3_BEQ=3'b000;
    localparam FUNCT3_BNE=3'b001;
    localparam FUNCT3_BLT=3'b100;
    localparam FUNCT3_BGE=3'b101;
    localparam FUNCT3_BLTU=3'b110;
    localparam FUNCT3_BGEU=3'b111;
    localparam FUNCT3_B=3'b000;
    localparam FUNCT3_H=3'b001;
    localparam FUNCT3_W=3'b010;
    localparam FUNCT3_D=3'b011;
    localparam FUNCT3_BU=3'b100;
    localparam FUNCT3_HU=3'b101;
    localparam NOP_INSTRUCTION = 32'h00000013;  
    typedef enum logic[11:0] {
        CSR_FFLAGS=12'h001,
        CSR_FRM=12'h002,
        CSR_FCSR=12'h003,
        CSR_CYCLE=12'hc00,
        CSR_TIME=12'hc01,
        CSR_INSTRET=12'hc02,
        CSR_CYCLEH=12'hc80,
        CSR_TIMEH=12'hc81,
        CSR_INSTRETH=12'hc82
    } CSRAddress;
    typedef enum logic[3:0] { 
        ALU_AND=4'b0000, 
        ALU_OR=4'b0001, 
        ALU_ADD=4'b0010,
        ALU_SUB=4'b0110, 
        ALU_SLT=4'b0111,
        ALU_SLTU=4'b1000,
        ALU_SLL=4'b1001,
        ALU_SRL=4'b1011,
        ALU_XOR=4'b1100,
        ALU_SRA=4'b1101
    } ALUOp;
    typedef enum logic[6:0] { 
        LUI = 7'b0110111,
        JAL = 7'b1101111,
        JALR = 7'b1100111,
        AUIPC = 7'b0010111,
        IMM = 7'b0010011,
        BRANCH = 7'b1100011,
        OP = 7'b0110011,
        S = 7'b0100011,
        L = 7'b0000011,
        FENCE = 7'b0001111,
        SYSTEM = 7'b1110011
    } OpCode;
    typedef enum logic[6:0] { 
        PRIMARY=7'b0000000
    } Funct7;
    typedef struct packed {
        logic [IMMEDIATE_LEN - 1:0] imm;
        logic [REGAD_LEN - 1:0] rs1;
        logic[FUNC3_LEN - 1:0] funct3;
        logic [REGAD_LEN - 1:0] rd;
        OpCode opcode;
    } ImmInstruction;
    typedef struct packed {
        Funct7 funct7;
        logic [REGAD_LEN - 1:0] rs2;
        logic [REGAD_LEN - 1:0] rs1;
        logic[FUNC3_LEN - 1:0] funct3;
        logic [REGAD_LEN - 1:0] rd;
        OpCode opcode;
    } RegInstruction;
    typedef struct packed {
        logic imm12;
        logic[BIT_10:BIT_5] imm10_5;
        logic[REGAD_LEN - 1:0] rs2;
        logic[REGAD_LEN - 1:0] rs1;
        logic[FUNC3_LEN - 1:0] funct3;
        logic[BIT_4:BIT_1] imm4_1;
        logic imm11;
        OpCode opcode;
    } BranchInstruction;
    typedef struct packed {
        logic[BIT_11:BIT_5] imm11_5;
        logic[REGAD_LEN - 1:0] rs2;
        logic[REGAD_LEN - 1:0] rs1;
        logic[FUNC3_LEN - 1:0] funct3;
        logic[BIT_4:0] imm4_0;
        OpCode opcode;
    } SInstruction;
    typedef struct packed {
        logic[BIT_31:BIT_12] imm31_12;
        logic[REGAD_LEN - 1:0] rd;
        OpCode opcode;
    } UInstruction;
    typedef struct packed {
        logic imm20;
        logic [BIT_10:BIT_1] imm10_1;
        logic imm11;
        logic [BIT_19:BIT_12] imm19_12;
        logic [REGAD_LEN - 1:0] rd;
        OpCode opcode;
    } JInstruction;
    typedef union packed {
        SInstruction store;
        BranchInstruction branch;
        RegInstruction register;
        ImmInstruction imm;
        UInstruction u;
        JInstruction j;
    } Instruction;
endpackage
package fpu_p;
    localparam FPU_32_F = 23;
    localparam FPU_64_F = 52;
    localparam FPU_128_F = 112;
    localparam FPU_32_E = 8;
    localparam FPU_64_E = 11;
    localparam FPU_128_E = 15;
    localparam FPU_32 = 32;
    localparam FPU_64 = 64;
    localparam FPU_128 = 128;
    localparam FPU_GRS = 3;  
    localparam FPU_OFFSET = 1;
    typedef enum bit[2:0] { IDLE, BUSY, WAIT, NORM, ROUND } State;
    typedef enum bit[4:0] { ADD, SUB, MUL, DIV, SLL, SRL, AND, OR, XOR, NOT, CONV_INT, CONV_FLOAT } Operation;
endpackage
import fpu_p::*;
module fpu_adder #(
    parameter WIDTH = fpu_p::FPU_32,
    parameter E = fpu_p::FPU_32_E,
    parameter F = fpu_p::FPU_32_F
) 
(
    input wire logic a_sign,
    input wire logic[E - 1:0] a_exponent,
    input wire logic[F:0] a_fraction,
    input wire logic b_sign,
    input wire logic[E - 1:0] b_exponent,
    input wire logic[F:0] b_fraction,
    input fpu_p::Operation op,
    output logic result_s,
    output logic[E - 1:0] result_e,
    output logic[F + fpu_p::FPU_OFFSET:0] result_f
);
    logic isASmaller;
    logic [E-1:0] shiftAmnt;
    logic [F:0] shiftedOperand;
    assign isASmaller = a_exponent <= b_exponent;
    assign shiftAmnt = isASmaller ? b_exponent - a_exponent : a_exponent - b_exponent;
    assign shiftedOperand = isASmaller ? a_fraction >> shiftAmnt : b_fraction >> shiftAmnt;
    assign result_e = result_f == 0 ? 0 : isASmaller ? b_exponent + 1 : a_exponent + 1;
    always_comb
    begin
        if (a_sign == b_sign)
        begin
            result_f = isASmaller ? b_fraction + shiftedOperand : a_fraction + shiftedOperand;
            result_s = a_sign;
        end
        else
        begin
            if (isASmaller)
            begin
                if (a_sign)
                begin
                    result_f = b_fraction > shiftedOperand ? b_fraction - shiftedOperand : shiftedOperand - b_fraction;
                    result_s = result_f == 0 ? 0 : b_fraction > shiftedOperand ? 1'b0 : 1'b1; 
                end else begin
                    result_f = b_fraction > shiftedOperand ? b_fraction - shiftedOperand : shiftedOperand - b_fraction;
                    result_s = result_f == 0 ? 0 : b_fraction > shiftedOperand ? 1'b1 : 1'b0; 
                end
            end else begin
                if (a_sign)
                begin
                    result_f = a_fraction > shiftedOperand ? a_fraction - shiftedOperand : shiftedOperand - a_fraction;
                    result_s = result_f == 0 ? 0 : a_fraction > shiftedOperand ? 1'b1 : 1'b0; 
                end else begin
                    result_f = a_fraction > shiftedOperand ? a_fraction - shiftedOperand : shiftedOperand - a_fraction;
                    result_s = result_f == 0 ? 0 : a_fraction > shiftedOperand ? 1'b1 : 1'b0; 
                end
            end 
        end
    end
endmodule
import fpu_p::*;
module fpu_core #(
    parameter WIDTH = fpu_p::FPU_32,
    parameter E = WIDTH == fpu_p::FPU_32 ? fpu_p::FPU_32_E : 
                  WIDTH == fpu_p::FPU_64 ? fpu_p::FPU_64_E : 
                  WIDTH == fpu_p::FPU_128 ? fpu_p::FPU_128_E :
                           fpu_p::FPU_32_E,
    parameter F = WIDTH == fpu_p::FPU_32 ? fpu_p::FPU_32_F : 
                  WIDTH == fpu_p::FPU_64 ? fpu_p::FPU_64_F : 
                  WIDTH == fpu_p::FPU_128 ? fpu_p::FPU_128_F :
                           fpu_p::FPU_32_F
)
(
    input wire logic clk,
    input wire logic rst,
    input wire logic start,
    input fpu_p::Operation op,
    input wire logic[WIDTH - 1:0] a,
    input wire logic[WIDTH - 1:0] b,
    output logic busy,
    output logic[WIDTH - 1:0] result
);
    logic[WIDTH - 1:0] a_reg, b_reg;
    logic a_sign, b_sign;
    logic[E - 1:0] a_exponent, b_exponent;
    logic[F:0] a_fraction, b_fraction;
    logic adder_result_s;
    logic[E - 1:0] adder_result_e;
    logic[F + fpu_p::FPU_OFFSET:0] adder_result_f;
    logic norm_input_s;
    logic[E - 1:0] norm_input_e;
    logic[F + fpu_p::FPU_OFFSET:0] norm_input_f;
    logic norm_result_s, norm_start, norm_busy;
    logic[E - 1:0] norm_result_e;
    logic[F - 1:0] norm_result_f;
    logic multi_result_s, multi_start, multi_busy;
    logic[E - 1:0] multi_result_e;
    logic[F + fpu_p::FPU_OFFSET:0] multi_result_f;
    fpu_p::State state;
    fpu_p::Operation op_reg;
    fpu_adder #(WIDTH, E, F) adder(
        .a_sign(a_sign),
        .b_sign(b_sign),
        .a_exponent(a_exponent),
        .b_exponent(b_exponent),
        .a_fraction(a_fraction),
        .b_fraction(b_fraction),
        .op(op_reg),
        .result_s(adder_result_s),
        .result_e(adder_result_e),
        .result_f(adder_result_f)
    );
    fpu_normalize #(WIDTH, E, F) normalize(
        .clk(clk),
        .rst(rst),
        .busy(norm_busy),
        .start(norm_start),
        .sign(norm_input_s),
        .exponent(norm_input_e),
        .fraction(norm_input_f),
        .result_s(norm_result_s),
        .result_e(norm_result_e),
        .result_f(norm_result_f)
    );
    fpu_multi #(WIDTH, E, F) multiplier(
        .clk(clk),
        .rst(rst),
        .a_sign(b_sign),
        .b_sign(a_sign),
        .a_exponent(b_exponent),
        .b_exponent(a_exponent),
        .a_fraction(b_fraction),
        .b_fraction(a_fraction),
        .result_s(multi_result_s),
        .result_e(multi_result_e),
        .result_f(multi_result_f)
    );
    assign a_sign = a_reg[E + F];
    assign a_exponent = a_reg[E + F - 1:F];
    assign a_fraction = {~a_exponent == 1'b0 ? 1'b0 : 1'b1, a_reg[F - 1:0]};
    assign b_sign = b_reg[E + F];
    assign b_exponent = b_reg[E + F - 1:F];
    assign b_fraction = {~b_exponent == 1'b0 ? 1'b0 : 1'b1, b_reg[F - 1:0]};
    assign busy = norm_busy | start | state == BUSY | state == NORM;
    assign result = {norm_result_s, norm_result_e, norm_result_f};
    always_ff@(posedge clk)
    begin
        if (rst)
        begin
            state <= IDLE;
            a_reg <= 0;
            b_reg <= 0;
            multi_start <= 0;
        end else if (start)
        begin
            a_reg <= a;
            if (op == SUB)
                b_reg <= {b[WIDTH - 1] ^ 1'b1, b[E + F -1:0]};
            else
                b_reg <= b;
            op_reg <= op;
            if (op == ADD | op == SUB)
            begin
                state <= NORM;
                norm_start <= 1;
            end else begin
                state <= BUSY;
                multi_start <= 1;
            end
        end
        case(state)
            BUSY:
                begin
                    multi_start <= 0;
                    state <= NORM;
                    norm_start <= 1;
                end
            NORM:
                begin
                    norm_start <= 0;
                    if (norm_busy == 1'b0)
                        state <= IDLE;
                end
        endcase
    end
    assign norm_input_f = op_reg == MUL ? multi_result_f : adder_result_f;
    assign norm_input_e = op_reg == MUL ? multi_result_e : adder_result_e;
    assign norm_input_s = op_reg == MUL ? multi_result_s : adder_result_s;
endmodule
import fpu_p::*;
module fpu_multi #(
    parameter WIDTH = fpu_p::FPU_32,
    parameter E = fpu_p::FPU_32_E,
    parameter F = fpu_p::FPU_32_F
) 
(
    input wire logic clk,
    input wire logic rst,
    input wire logic a_sign,
    input wire logic[E - 1:0] a_exponent,
    input wire logic[F:0] a_fraction,
    input wire logic b_sign,
    input wire logic[E - 1:0] b_exponent,
    input wire logic[F:0] b_fraction,
    output logic result_s,
    output logic[E - 1:0] result_e,
    output logic[F + fpu_p::FPU_OFFSET:0] result_f
);
    logic[(F * 2) + fpu_p::FPU_OFFSET:0] product_reg;
    assign result_s = a_sign ^ b_sign;
    assign result_e = (!a_exponent || !b_exponent) ? (a_exponent & b_exponent) : (a_exponent - 127) + (b_exponent - 127) + (product_reg[(F * 2) + fpu_p::FPU_OFFSET] ? 128 : 127);
    assign product_reg = (a_fraction * b_fraction);
    assign result_f = product_reg[(F * 2) + fpu_p::FPU_OFFSET] ? product_reg[(F * 2) + fpu_p::FPU_OFFSET:F] : product_reg[(F * 2) + fpu_p::FPU_OFFSET:F - fpu_p::FPU_OFFSET];
endmodule
import fpu_p::*;
module fpu_normalize #(
    parameter WIDTH = fpu_p::FPU_32,
    parameter E = fpu_p::FPU_32_E,
    parameter F = fpu_p::FPU_32_F    
) 
(
    input wire logic clk,
    input wire logic rst,
    input wire logic start,
    input wire logic sign,
    input wire logic[E - 1:0] exponent,
    input wire logic[F + fpu_p::FPU_OFFSET:0] fraction,
    output logic result_s,
    output logic[E - 1:0] result_e,
    output logic[F - 1:0] result_f,
    output logic busy
);
    fpu_p::State state;
    logic[F + fpu_p::FPU_OFFSET:0] norm_f;
    logic[E - 1:0] norm_e;
    assign result_s = sign;
    assign result_f = norm_f[F + fpu_p::FPU_OFFSET: fpu_p::FPU_OFFSET];
    assign result_e = norm_e;
    assign busy = (state == BUSY) | start;
    always_ff@(posedge clk)
    begin
        if (rst)
        begin
            state <= IDLE;
        end
        else if (start)
        begin
            state <= BUSY;
            norm_f <= fraction;   
            norm_e <= exponent;
        end
        case(state)
            BUSY:
            begin
                if (norm_f != 0 && norm_e != 0)
                    if (~norm_f[F + fpu_p::FPU_OFFSET])
                    begin
                        norm_f <= norm_f << 1;
                        norm_e <= norm_e - 1;
                    end else
                        state <= IDLE;
                else
                    state <= IDLE;
            end
        endcase
    end
endmodule
```

## /design/flow/constraint.sdc

```tcl
current_design fpu_core

set clk_period 21.1
set clk_io_pct 0.2

create_clock -name clk0 -period $clk_period [get_ports {clk}]

set non_clock_inputs [all_inputs -no_clocks]
set_input_delay [expr $clk_period * $clk_io_pct] -clock clk0 $non_clock_inputs
set_output_delay [expr $clk_period * $clk_io_pct] -clock clk0 [all_outputs]
```

## /design/flow/config.mk

```make
export PLATFORM = sky130hd
export DESIGN_NAME = fpu_core
export DESIGN_NICKNAME = fpu_core
export VERILOG_FILES = /design/flow/design.v
export SDC_FILE = /design/flow/constraint.sdc
export NUM_CORES = 4
export LEC_CHECK = 1
export CORE_UTILIZATION = 50
export SYNTH_HDL_FRONTEND = slang
```

==> flow_metrics.py <==
# Physical implementation metrics
metrics = {
    "worst_setup_path": {
        "crit_top_cell": "buf_4",
        "crit_fanout": 42,
        "startpoint": "a_reg[23]",
        "critical_path.max_stage_delay_ns": 0.70,
        "cp-end-kind": "primary output",
        "crit_path_start_kind": "flip-flop",
        "critPathKind": "flip-flop to primary output",
        "crit_cells": 30,
        "cp_data_required_time_ns": 16.88,
        "worstRegToRegCells": 40,
        "slowest_stage": "a31oi_1",
        "crit_arrival_ns": 9.99,
        "crit_family": "simple AND/OR/NAND/NOR gates",
        "rr_startpoint": "b_reg[17]",
        "worst-path-buf-inv": 6,
    },
    "cells_and_area": {
        "fin_area_um2": 35100,
        "layout-drive-gt1-share_pct": 4.37,
        "utilization_pct": 53.4,
        "mi_logic_area_um2": 27300,
        "area_growth_syn_to_layout_pct": 5.85,
        "fill_cells": 6340,
        "seq_area_um2": 2220,
        "stdcell_count": 5025,
    },
    "clock_network": {
        "post_cts_resized": 0,
        "path_clk_slew_ns": 0.09,
        "worstSkewPairLatency_ns": 0.43,
        "ctsHoldBuffers": 0,
        "cts_tree": "done",
        "clockRootBuffer": "clkbuf_16",
        "clk_path_buf_depth": 2,
        "cts_setup_buffers": 0,
        "h-tree-depth": 3,
        "numCtsBuffers": 9,
        "numClockSinks": 108,
    },
    "global_routing": {
        "grt_max_degree": 49,
        "grt_util_met3_pct": 15.4,
        "gr-usage-met1_pct": 57.5,
        "grt_overflow": 0,
        "antenna_found_initial": 3,
        "use_met2_pct": 58.2,
        "grt_pass1_wl_um": 191000,
        "grt_use_total_pct": 40.7,
        "first_global_vias": 30000,
        "top_usage_layer": "met2",
    },
    "synth": {
        "yosys_cells": 4210,
        "edf_count": 6,
        "synth-seq-cells": 108,
        "top_area_cell": "fa_1",
        "ys_chip_area_um2": 33200,
        "syn-cell-area_um2": 33200,
        "syn_inst": 4210,
        "synth_cell_types": 93,
        "yosysTopAreaCellShare_pct": 29.5,
        "ys_seq_share_pct": 6.70,
        "flop_cell": "dfxtp_1",
        "avgSynthCellArea_um2": 7.88,
        "synthArstFlopShare_pct": 0,
        "ys_warn_count": 0,
        "area_leaders": "fa_1, ha_1, inv_1",
    },
    "floorplanning": {
        "rows": 94,
        "die_h_um": 260,
        "core_util_floorplan_pct": 50.5,
        "chipWidth_um": 260,
        "die_area_um2": 67400,
        "core-area_um2": 65700,
        "pin_count": 105,
    },
    "sta": {
        "hold_viol_final": 0,
        "tns_ns": 0,
        "finalClockSkew_ns": 0.0224,
        "tightestPinTransition_ns": 0.894,
        "fmax_ghz": 0.0704,
        "setup_viol": 0,
        "whs_ns": 0.472,
        "rsz0062_at_grt": "false",
        "maxSlewHeadroom_pct": 40.1,
        "period_minus_slack_ns": 14.21,
        "finalClockPeriodUsage_pct": 67.3,
        "slew_viol_final": 0,
        "worst_slack_ns": 6.89,
    },
    "min_path": {
        "hold_path_class": "flip-flop to flip-flop",
        "min_from": "state[0]",
        "hold_depth": 2,
    },
    "placement": {
        "io_buffers": 104,
        "dp_cells": 5009,
        "gp_congestion": 1.12,
        "placed_cell_area_um2": 34800,
        "hpwl_um": 101000,
        "pre_cts_slack_ns": 7.66,
    },
    "routing": {
        "vias_per_cell": 5.92,
        "first_pass_iters": 8,
        "num_antenna_cells": 0,
        "vias": 29700,
        "drc": 0,
        "drt-total-wl_um": 127000,
        "postRouteAntennaNets": 0,
        "post_drt_wl_per_cell_um": 25.2,
        "drtIter0Drc": 2218,
    },
    "pwr": {
        "power.density_nw_per_um2": 66.7,
        "peakVddDrop_v": 0.0000510,
        "p_total_mw": 2.34,
        "power.static_leakage_nw": 16.7,
    },
    "run_status": {
        "status": "finished, final reports clean",
    },
    "job": {
        "log.warning_count": 90,
        "drv_cap": 0,
    },
}
[Yosys cell counts (all sizes together), types with 25 or more instances]
cell type  instances
inv              615
nand2            601
fa               489
nor2             450
ha               331
a21oi            249
clkbuf           173
mux2i            161
o21ai            154
dfxtp            102
buf               97
xnor2             84
a21o              77
nand3             55
nand4             41
xor2              41
a31oi             36
and3              29
o211ai            26
a211oi            25
nor3              25
o21bai            25
[final cells by class]
cell class / count / share of cell area [%]
Multi-Input combinational cell: 3202 / 77.8
Tap cell: 864 / 3.08
Clock buffer: 9 / 0.641
Timing Repair Buffer: 206 / 5.12
Clock inverter: 7 / 0.253
Sequential cell: 108 / 6.33
Inverter: 629 / 6.72
[logic make-up (layout without fill, tap and decap cells)]
family          after synthesis  after routing  synth area share, %
simple gates               1335           1335                 17.4
buf+inv                     900            851                 11.0
fa+ha+maj                   820            820                 42.0
compound gates              748            748                 14.3
mux                         174            174                 5.30
xor+xnor                    125            125                 3.30
flops                       108            108                 6.70
[worst register-to-register path, delay by kind of cell, from the launching register on]
| kind | cells | cell delay (ns) |
|---|---|---|
| XOR/XNOR | 2 | 0.24 |
| flip-flops | 1 | 0.61 |
| AND-OR/OR-AND | 14 | 3.69 |
| AND/OR/NAND/NOR | 4 | 0.59 |
| adder cells (fa/ha/maj) | 10 | 4.38 |
| multiplexers | 1 | 0.29 |
| buffers and inverters | 9 | 1.92 |
[path summary, 6_finish.rpt]
kind | slack [ns] | to
min reg2reg | 0.47 | state[0]
max reg2reg | 9.31 | normalize.result_e[7]
max | 6.89 | result[31]
min | 0.47 | state[0]
[metal layers]
layer / wire [um] / up-vias
met2: 54100 / 1388
li1: - / 13500
met3: 14400 / 277
met4: 6610 / 8
met5: 58 / -
met1: 51500 / 14600
[layout by cell type (no fill, tap or decap), types with 16 or more instances in the layout]
cell,count
fa_1,489
dfxtp_1,102
nand2_1,598
nand4_1,39
xnor2_1,82
or3_1,19
a21o_1,75
nor4_1,17
nand2b_1,23
xor2_1,41
and3_1,28
nor2_1,447
inv_1,614
a211oi_1,25
nand3_1,55
a21oi_1,244
o31ai_1,16
ha_1,331
clkdlybuf4s50_1,102
a31oi_1,36
nor2b_1,20
buf_4,103
o211ai_1,26
o21ai_0,146
nor3_1,25
o21bai_1,25
mux2i_1,160
[where the power goes]
part / internal [mW] / total (mW) / switching (mW)
Clock: 0.0865 / 0.200 / 0.113
Sequential: 0.247 / 0.291 / 0.0444
Combinational: 0.651 / 1.85 / 1.20
No activity file was given, so power comes from the tool's default toggle rates.
